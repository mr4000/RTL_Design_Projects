==> flow/design.v <==
module round_robin_arbiter_variable_time_slice #(
    parameter [1:0] TIME_SLICE = 2'b00  
) (
    input         clk,
    input         rst_n,
    input  [3:0]  REQ,
  output reg [3:0] GNT 
);
    localparam [3:0] S_ideal = 4'b0000, S_0 = 4'b0001, S_1 = 4'b0010, S_2 = 4'b0100, S_3 = 4'b1000;
    reg [3:0] present_state, next_state;
    reg [1:0] count, next_count;
  reg [1:0] pointer;
    always @(posedge clk or negedge rst_n) begin
        if (!rst_n) begin
            present_state <= S_ideal;
            count         <= 2'b00;
            pointer       <= 2'b00;
        end else begin
            present_state <= next_state;
            count         <= next_count;
            if (present_state == S_0 && next_state != S_0) pointer <= 2'd1;
            else if (present_state == S_1 && next_state != S_1) pointer <= 2'd2;
            else if (present_state == S_2 && next_state != S_2) pointer <= 2'd3;
            else if (present_state == S_3 && next_state != S_3) pointer <= 2'd0;
        end
    end
    always @* begin
        next_state = present_state;
        next_count = count;
        if (present_state == S_ideal) begin
            case (pointer)
                2'd0: begin
                    if (REQ[0]) begin next_state = S_0; next_count = 2'b00; end
                    else if (REQ[1]) begin next_state = S_1; next_count = 2'b00; end
                    else if (REQ[2]) begin next_state = S_2; next_count = 2'b00; end
                    else if (REQ[3]) begin next_state = S_3; next_count = 2'b00; end
                    else begin next_state = S_ideal; next_count = 2'b00; end
                end
                2'd1: begin
                    if (REQ[1]) begin next_state = S_1; next_count = 2'b00; end
                    else if (REQ[2]) begin next_state = S_2; next_count = 2'b00; end
                    else if (REQ[3]) begin next_state = S_3; next_count = 2'b00; end
                    else if (REQ[0]) begin next_state = S_0; next_count = 2'b00; end
                    else begin next_state = S_ideal; next_count = 2'b00; end
                end
                2'd2: begin
                    if (REQ[2]) begin next_state = S_2; next_count = 2'b00; end
                    else if (REQ[3]) begin next_state = S_3; next_count = 2'b00; end
                    else if (REQ[0]) begin next_state = S_0; next_count = 2'b00; end
                    else if (REQ[1]) begin next_state = S_1; next_count = 2'b00; end
                    else begin next_state = S_ideal; next_count = 2'b00; end
                end
                2'd3: begin
                    if (REQ[3]) begin next_state = S_3; next_count = 2'b00; end
                    else if (REQ[0]) begin next_state = S_0; next_count = 2'b00; end
                    else if (REQ[1]) begin next_state = S_1; next_count = 2'b00; end
                    else if (REQ[2]) begin next_state = S_2; next_count = 2'b00; end
                    else begin next_state = S_ideal; next_count = 2'b00; end
                end
            endcase
        end
        else if (present_state == S_0) begin
            if (REQ[0]) begin
                if (count == TIME_SLICE) begin
                    if (REQ[1]) begin next_state = S_1; next_count = 2'b00; end
                    else if (REQ[2]) begin next_state = S_2; next_count = 2'b00; end
                    else if (REQ[3]) begin next_state = S_3; next_count = 2'b00; end
                    else begin next_state = S_0; next_count = 2'b00; end
                end else begin
                    next_state = S_0; next_count = count + 1'b1;
                end
            end else begin
                next_count = 2'b00;
                if (REQ[1]) next_state = S_1;
                else if (REQ[2]) next_state = S_2;
                else if (REQ[3]) next_state = S_3;
                else next_state = S_ideal;
            end
        end
        else if (present_state == S_1) begin
            if (REQ[1]) begin
                if (count == TIME_SLICE) begin
                    if (REQ[2]) begin next_state = S_2; next_count = 2'b00; end
                    else if (REQ[3]) begin next_state = S_3; next_count = 2'b00; end
                    else if (REQ[0]) begin next_state = S_0; next_count = 2'b00; end
                    else begin next_state = S_1; next_count = 2'b00; end
                end else begin next_state = S_1; next_count = count + 1'b1; end
            end else begin
                next_count = 2'b00;
                if (REQ[2]) next_state = S_2;
                else if (REQ[3]) next_state = S_3;
                else if (REQ[0]) next_state = S_0;
                else next_state = S_ideal;
            end
        end
        else if (present_state == S_2) begin
            if (REQ[2]) begin
                if (count == TIME_SLICE) begin
                    if (REQ[3]) begin next_state = S_3; next_count = 2'b00; end
                    else if (REQ[0]) begin next_state = S_0; next_count = 2'b00; end
                    else if (REQ[1]) begin next_state = S_1; next_count = 2'b00; end
                    else begin next_state = S_2; next_count = 2'b00; end
                end else begin next_state = S_2; next_count = count + 1'b1; end
            end else begin
                next_count = 2'b00;
                if (REQ[3]) next_state = S_3;
                else if (REQ[0]) next_state = S_0;
                else if (REQ[1]) next_state = S_1;
                else next_state = S_ideal;
            end
        end
        else if (present_state == S_3) begin
            if (REQ[3]) begin
                if (count == TIME_SLICE) begin
                    if (REQ[0]) begin next_state = S_0; next_count = 2'b00; end
                    else if (REQ[1]) begin next_state = S_1; next_count = 2'b00; end
                    else if (REQ[2]) begin next_state = S_2; next_count = 2'b00; end
                    else begin next_state = S_3; next_count = 2'b00; end
                end else begin next_state = S_3; next_count = count + 1'b1; end
            end else begin
                next_count = 2'b00;
                if (REQ[0]) next_state = S_0;
                else if (REQ[1]) next_state = S_1;
                else if (REQ[2]) next_state = S_2;
                else next_state = S_ideal;
            end
        end
    end
    always @(posedge clk or negedge rst_n) begin
        if (!rst_n) GNT <= 4'b0000;
        else begin
            case (present_state)
                S_0: GNT <= 4'b0001;
                S_1: GNT <= 4'b0010;
                S_2: GNT <= 4'b0100;
                S_3: GNT <= 4'b1000;
                default: GNT <= 4'b0000;
            endcase
        end
    end
endmodule
==> flow/run.sh <==
#!/bin/bash
# OpenROAD 26Q1-2900-gdf79404cd8, Yosys 0.63+post, stock flow scripts
make -C /OpenROAD-flow-scripts/flow DESIGN_CONFIG=/design/flow/config.mk WORK_HOME=/design/flow/orfs finish
==> flow/config.mk <==
export PLATFORM = sky130hd
export DESIGN_NAME = round_robin_arbiter_variable_time_slice
export DESIGN_NICKNAME = round_robin_arbiter_variable_time_slice
export VERILOG_FILES = /design/flow/design.v
export SDC_FILE = /design/flow/constraint.sdc
export NUM_CORES = 4
export LEC_CHECK = 1
export CORE_AREA = 10 10 90 90
export DIE_AREA = 0 0 100 100
==> flow/constraint.sdc <==
current_design round_robin_arbiter_variable_time_slice

set clk_period 3.1
set clk_io_pct 0.2

create_clock -name clk0 -period $clk_period [get_ports {clk}]

set non_clock_inputs [all_inputs -no_clocks]
set_input_delay [expr $clk_period * $clk_io_pct] -clock clk0 $non_clock_inputs
set_output_delay [expr $clk_period * $clk_io_pct] -clock clk0 [all_outputs]
==> flow_summary.ini <==
; flow metrics
[status]
status = complete, no violations

[final_timing]
maxSlewViolCount = 0
period_used_share = 0.9256
worst_slew_pin_slew_ns = 0.6705
setup_violations = 0
clock.fmax_mhz = 348.5
post-route-min-period_ns = 2.869
finalWorstSetupSlack_ns = 0.2308
hold_violations = 0
max-slew-margin-rel = 0.5516
clock_skew_ns = 0.006703
rsz0062_at_grt = no

[clock_tree]
clock_path_buffers = 2
cts_max_level = 1
clkSinkCount = 15
cts_setup_buffers = 0
insertion_delay_ns = 0.24
ctsResizeCount = 0
cts_root_buf = clkbuf_8
clk_pin_slew_worst_paths_ns = 0.06
cts_tree = yes
numCtsBuffers = 3
holdBufCountCts = 0

[drt]
ant_nets = 0
vias = 832
wirelength_mm = 2.501
post-route-drc-count = 0
wl_per_cell_um = 13.45
antenna-diode-count = 0
vias_per_cell = 4.473
first_pass_iters = 5
drtIter0Drc = 49

[floorplanning]
die_height_um = 100
ios = 10
fp_util = 0.1595
chipArea_um2 = 10000
die_x_um = 100
core_area_um2 = 6277
rows = 29

[placement]
pre_cts_slack_ns = 0.01589
gp_congestion = 0.9070
dp_hpwl_mm = 1.803
numPortBuffers = 9
dp_cells = 182

[synthesis]
yosys-stat-cells = 102
most_common_cell = dfrtp_1
synthDistinctLibCells = 53
syn_area_per_cell_um2 = 9.813
ys_chip_area_um2 = 1001
netlist_area_um2 = 1001
synth_cells = 102
topCellsByArea = dfrtp_1 (33%), dfstp_2 (5.3%), ha_1 (3.8%)
edf_count = 0
synth_seq_share = 0.3775
synth_warnings = 1
post_synth_most_frequent_cells = dfrtp_1 (13), inv_1 (7), clkbuf_1 (5), nor2_1 (5)
synth_top_area_share = 0.3250
synthArstFlopShare = 1.000
ys_seq_elements = 15
synth_top_cell_by_area = dfrtp_1
synth_top_flop_cell = dfrtp_1

[job]
warning_count = 27
maxCapViolations = 0

[power_and_ir_drop]
p_leak_uw = 0.0004917
fin_total_pwr_uw = 796.6
ir_worst_vdd_mv = 0.2140
p_per_area_nw_per_um2 = 656.4

[setup_path]
worst-path-buf-inv = 2
required_ns = 3.28
worst_setup_path_end_kind = flip-flop
worstSetupPathType = in -> reg
critPathTopFamily = AND-OR/OR-AND gates
critical_path_arrival_ns = 3.05
crit_path_max_fanout = 4
critical_path.startpoint_type = input pin
path_cells = clkdlybuf4s50_1 -> nand2b_1 -> a2111oi_0 -> o41a_1 -> inv_2 -> or4b_4 -> o22ai_2 -> a32o_1
cp_slowest_cell = a2111oi_0
slowest_delay_ns = 0.56

[cells_and_area]
drive_gt1_frac = 0.1927
final_cell_count_no_fill = 186
area_growth_syn_to_layout_pct = 21.25
n_fill_cell = 677

[global_route]
grt_max_degree = 16
grt_pass1_vias = 842
grt.total_usage = 0.05106
grt_pass1_wl_mm = 4.319
antenna_found_initial = 0
grt_remaining_overflow = 0

[min_path]
hold_class = reg -> reg
==> per-stage QoR <==
step,cell area [µm²],hold slack (ns),TNS (ns),util
final,1214,0.5490,0,0.1933
after global routing,1214,0.6141,0,0.1933
after CTS,1214,0.5566,0,0.1933
after detailed placement,1167,0.5416,0,0.1860
after global placement,1167,0.5381,-0.1034,0.1860
after floorplan,1001,0.3244,0,-
==> registers in the layout (all words and copies together), names as in the netlist <==
register       cells
count              2
pointer            4
present_state      5
GNT                4
==> cell type report <==
class,count,area (µm²),share of cell area
Multi-Input combinational cell,68,535.5,0.4412
Sequential cell,15,377.9,0.3113
Clock buffer,3,41.29,0.03402
Clock inverter,1,5.005,0.004124
Inverter,8,30.03,0.02474
Timing Repair Buffer,14,127.6,0.1052
Tap cell,77,96.34,0.07938
==> layer usage <==
metal,share of wire,vias to the layer above,track usage
met5,0,-,0
met4,0.0064,0,0.006522
met3,0.062,2,0.008328
met2,0.42,25,0.07367
met1,0.51,410,0.07964
li1,-,395,-
==> final timing paths <==
path / from / end / slack (ns) / depth (start not counted)
max: REQ[3] / pointer[2]$_DFF_PN0_ / 0.23 / 8
min: count[0]$_DFFE_PN0P_ / count[0]$_DFFE_PN0P_ / 0.55 / 2
max reg2reg: count[0]$_DFFE_PN0P_ / pointer[2]$_DFF_PN0_ / 0.31 / 9
min reg2reg: count[0]$_DFFE_PN0P_ / count[0]$_DFFE_PN0P_ / 0.55 / 2
max in group asynchronous: rst_n / present_state[2]$_DFF_PN0_ / 1.88 / 1
min in group asynchronous: rst_n / GNT[0]$_DFF_PN0_ / 0.78 / 1
==> tightest hold or removal path, delay by kind of cell (launching register included) <==
kind,cells,cell delay [ns]
DFF,1,0.34
and+or+nand+nor,1,0.09
AOI/OAI and AO/OA,1,0.08
==> cell families after synthesis <==
logic type               Yosys count  share of synthesized area
AND/OR/NAND/NOR                   25                     0.1538
buffers and inverters             19                    0.08751
AND-OR/OR-AND                     39                     0.3338
flip-flops                        15                     0.3775
adder cells (fa/ha/maj)            3                    0.03750
multiplexers                       1                    0.01000
==> cell usage in the layout, fill, tap and decap left out, drive strengths merged, types with 2 or more instances in the layout <==
| master | count |
|---|---|
| ha | 3 |
| dfstp | 2 |
| nor2b | 3 |
| inv | 8 |
| o21bai | 2 |
| nand2 | 5 |
| clkbuf | 3 |
| o41a | 2 |
| buf | 5 |
| a22oi | 4 |
| nor2 | 5 |
| o31a | 2 |
| a222oi | 2 |
| a21boi | 3 |
| a21oi | 4 |
| dfrtp | 13 |
| nand2b | 3 |
| nor4 | 2 |
| clkdlybuf4s50 | 9 |
| a2111oi | 2 |
| a31o | 2 |
==> report_power, final <==
group	total, µW	switching (µW)	internal [µW]
Sequential	332	83.7	248
Combinational	309	140	169
Clock	155	66.5	88.8
Total	797	290	507
